===== /design/flow/config.mk =====
export PLATFORM = sky130hd
export DESIGN_NAME = ntermo
export DESIGN_NICKNAME = ntermo
export VERILOG_FILES = /design/flow/design.v
export SDC_FILE = /design/flow/constraint.sdc
export NUM_CORES = 4
export LEC_CHECK = 1
export CORE_AREA = 10 10 102 102
export DIE_AREA = 0 0 112 112
export SYNTH_HDL_FRONTEND = slang

===== /design/flow/constraint.sdc =====
current_design ntermo

set clk_period 3.2
set clk_io_pct 0.2

create_clock -name clk0 -period $clk_period [get_ports {CLK}]

set non_clock_inputs [all_inputs -no_clocks]
set_input_delay [expr $clk_period * $clk_io_pct] -clock clk0 $non_clock_inputs
set_output_delay [expr $clk_period * $clk_io_pct] -clock clk0 [all_outputs]

===== /design/flow/design.v =====
`default_nettype none
module controller (
    input wire logic CLK,
    input wire logic RST,
    input wire logic ENTER,
    input wire logic EQ_R0,
    input wire logic EQ_R1,
    input wire logic EQ_R2,
    output logic RNG_LOAD,
    output logic H0_ENABLE,
    output logic H1_ENABLE,
    output logic H2_ENABLE,
    output logic [1:0] H_SELECT,
    output logic [1:0] N_SELECT
);
    typedef enum {
        RESET,
        COMPARE_N2,
        COMPARE_N1,
        COMPARE_N0,
        WAIT_ENTER
    } state_t;
    state_t current_state;
    state_t next_state;
    always_ff @(posedge CLK or posedge RST) begin : SYNC
        if (RST) begin
            current_state <= RESET;
        end else begin
            current_state <= next_state;
        end
    end
    always_comb begin : COMB
        RNG_LOAD  = 1'b0;
        H0_ENABLE = 1'b0;
        H1_ENABLE = 1'b0;
        H2_ENABLE = 1'b0;
        H_SELECT  = 2'b00;
        N_SELECT  = 2'b01;
        unique case (current_state)
            RESET: begin
                H0_ENABLE = 1'b0;
                H1_ENABLE = 1'b0;
                H2_ENABLE = 1'b0;
                H_SELECT  = 2'b00;
                N_SELECT  = 2'b01;
                if (ENTER) begin
                    RNG_LOAD   = 1'b0;
                    next_state = COMPARE_N2;
                end else begin
                    RNG_LOAD   = 1'b1;
                    next_state = RESET;
                end
            end
            COMPARE_N2: begin
                H2_ENABLE  = 1'b1;
                N_SELECT   = 2'b10;
                next_state = COMPARE_N1;
                if (EQ_R2) begin
                    H_SELECT = 2'b10;
                end else if (EQ_R1 || EQ_R0) begin
                    H_SELECT = 2'b01;
                end else begin
                    H_SELECT = 2'b00;
                end
            end
            COMPARE_N1: begin
                H1_ENABLE  = 1'b1;
                N_SELECT   = 2'b11;
                next_state = COMPARE_N0;
                if (EQ_R1) begin
                    H_SELECT = 2'b10;
                end else if (EQ_R2 || EQ_R0) begin
                    H_SELECT = 2'b01;
                end else begin
                    H_SELECT = 2'b00;
                end
            end
            COMPARE_N0: begin
                H0_ENABLE = 1'b1;
                next_state = WAIT_ENTER;
                if (EQ_R0) begin
                    H_SELECT = 2'b10;
                end else if (EQ_R2 || EQ_R1) begin
                    H_SELECT = 2'b01;
                end else begin
                    H_SELECT = 2'b00;
                end
            end
            WAIT_ENTER: begin
                N_SELECT = 2'b01;
                if (ENTER) begin
                    next_state = COMPARE_N2;
                end else begin
                    next_state = WAIT_ENTER;
                end
            end
        endcase
    end
endmodule : controller
`default_nettype wire
`default_nettype none
module rng (
    input wire logic CLK,
    input wire logic RST,
    input wire logic [2:0] N2,
    input wire logic [2:0] N1,
    input wire logic [2:0] N0,
    output logic [2:0] R2,
    output logic [2:0] R1,
    output logic [2:0] R0
);
    logic [8:0] count;
    always_ff @(posedge CLK or posedge RST) begin : COUNTER
        if (RST) begin
            count <= 9'd0;
        end else begin
            count <= count + 1;
        end
    end
    always_comb begin
        R2 = count[8:6] ^ N2;
        R1 = count[5:3] ^ N1;
        R0 = count[2:0] ^ N0;
    end
endmodule : rng
module mux #(
    parameter type T = logic,
    parameter int INPUT_COUNT = 4
) (
    input wire integer SEL,
    input wire T [(INPUT_COUNT - 1):0] DATA_IN,
    output T DATA_OUT
);
    always_comb begin
        DATA_OUT = DATA_IN[SEL];
    end
endmodule : mux
module register #(
    parameter int WORD_WIDTH = 3
) (
    input wire logic CLK,
    input wire logic RST,
    input wire logic LD,
    input wire logic [(WORD_WIDTH - 1):0] D,
    output logic [(WORD_WIDTH - 1):0] Q
);
    always_ff @(posedge CLK or posedge RST) begin
        if (RST) begin
            Q <= '0;
        end else if (LD) begin
            Q <= D;
        end
    end
endmodule : register
module datapath (
    input wire logic CLK,
    input wire logic RST,
    input wire logic RNG_LOAD,
    input wire logic H0_ENABLE,
    input wire logic H1_ENABLE,
    input wire logic H2_ENABLE,
    input wire logic [1:0] H_SELECT,
    input wire logic [1:0] N_SELECT,
    input wire logic [2:0] N0,
    input wire logic [2:0] N1,
    input wire logic [2:0] N2,
    output logic EQ_R0,
    output logic EQ_R1,
    output logic EQ_R2,
    output logic [1:0] H0,
    output logic [1:0] H1,
    output logic [1:0] H2
);
    logic [2:0] reg_q0, reg_q1, reg_q2;
    logic [2:0] r0, r1, r2;
    logic [1:0] h_data;
    logic [1:0] n_select_reg;
    logic [2:0] n_data;
    register #(
        .WORD_WIDTH(3)
    ) reg_r0 (
        .CLK(CLK),
        .RST(RST),
        .LD (RNG_LOAD),
        .D  (r0),
        .Q  (reg_q0)
    );
    register #(
        .WORD_WIDTH(3)
    ) reg_r1 (
        .CLK(CLK),
        .RST(RST),
        .LD (RNG_LOAD),
        .D  (r1),
        .Q  (reg_q1)
    );
    register #(
        .WORD_WIDTH(3)
    ) reg_r2 (
        .CLK(CLK),
        .RST(RST),
        .LD (RNG_LOAD),
        .D  (r2),
        .Q  (reg_q2)
    );
    register #(
        .WORD_WIDTH(2)
    ) reg_h0 (
        .CLK(CLK),
        .RST(RST),
        .LD (H0_ENABLE),
        .D  (h_data),
        .Q  (H0)
    );
    register #(
        .WORD_WIDTH(2)
    ) reg_h1 (
        .CLK(CLK),
        .RST(RST),
        .LD (H1_ENABLE),
        .D  (h_data),
        .Q  (H1)
    );
    register #(
        .WORD_WIDTH(2)
    ) reg_h2 (
        .CLK(CLK),
        .RST(RST),
        .LD (H2_ENABLE),
        .D  (h_data),
        .Q  (H2)
    );
    register #(
        .WORD_WIDTH(2)
    ) reg_n_select (
        .CLK(CLK),
        .RST(RST),
        .LD (1'b1),
        .D  (N_SELECT),
        .Q  (n_select_reg)
    );
    mux #(
        .T(logic [2:0]),
        .INPUT_COUNT(4)
    ) mux_n (
        .SEL(integer'(n_select_reg)),
        .DATA_IN({N0, N1, N2, 3'b000}),
        .DATA_OUT(n_data)
    );
    mux #(
        .T(logic [1:0]),
        .INPUT_COUNT(4)
    ) mux_h (
        .SEL(integer'(H_SELECT)),
        .DATA_IN({2'b00, 2'b10, 2'b01, 2'b00}),
        .DATA_OUT(h_data)
    );
    rng rng_inst (
        .CLK(CLK),
        .RST(RST),
        .N2 (N2),
        .N1 (N1),
        .N0 (N0),
        .R2 (r2),
        .R1 (r1),
        .R0 (r0)
    );
    always_comb begin
        EQ_R0 = 1'b0;
        EQ_R1 = 1'b0;
        EQ_R2 = 1'b0;
        if (reg_q0 == n_data) begin
            EQ_R0 = 1'b1;
        end
        if (reg_q1 == n_data) begin
            EQ_R1 = 1'b1;
        end
        if (reg_q2 == n_data) begin
            EQ_R2 = 1'b1;
        end
    end
endmodule : datapath
`default_nettype wire
`default_nettype none
module ntermo (
    input wire logic CLK,
    input wire logic ENTER,
    input wire logic RESET,
    input wire logic [2:0] N0,
    input wire logic [2:0] N1,
    input wire logic [2:0] N2,
    output logic [1:0] H0,
    output logic [1:0] H1,
    output logic [1:0] H2
);
    logic rng_load;
    logic h0_enable, h1_enable, h2_enable;
    logic [1:0] h_select;
    logic [1:0] n_select;
    logic eq_r0, eq_r1, eq_r2;
    datapath dp (
        .CLK(CLK),
        .RST(RESET),
        .RNG_LOAD(rng_load),
        .H0_ENABLE(h0_enable),
        .H1_ENABLE(h1_enable),
        .H2_ENABLE(h2_enable),
        .H_SELECT(h_select),
        .N_SELECT(n_select),
        .N0(N0),
        .N1(N1),
        .N2(N2),
        .EQ_R0(eq_r0),
        .EQ_R1(eq_r1),
        .EQ_R2(eq_r2),
        .H0(H0),
        .H1(H1),
        .H2(H2)
    );
    controller controller (
        .CLK(CLK),
        .RST(RESET),
        .ENTER(ENTER),
        .EQ_R0(eq_r0),
        .EQ_R1(eq_r1),
        .EQ_R2(eq_r2),
        .RNG_LOAD(rng_load),
        .H0_ENABLE(h0_enable),
        .H1_ENABLE(h1_enable),
        .H2_ENABLE(h2_enable),
        .H_SELECT(h_select),
        .N_SELECT(n_select)
    );
endmodule : ntermo
`default_nettype wire

===== /design/flow/run.sh =====
#!/bin/bash
# OpenROAD 26Q1-2900-gdf79404cd8, Yosys 0.63+post, stock flow scripts
make -C /OpenROAD-flow-scripts/flow DESIGN_CONFIG=/design/flow/config.mk WORK_HOME=/design/flow/orfs finish

==> metrics.csv <==
metric,value,unit
cpLargestDelayFamily,AND-OR/OR-AND gates,
cts_hold_repair.buffers,0,
clk_pin_slew,0.06,ns
grt_setup_unrepaired,no,
slowest_stage,clkdlybuf4s50_1,
yosysWarnings,0,
fp_util,0.195,
avgViaCountPerCell,4.18,
ys_cells,148,
tns,0,ns
clock_skew,0.00531,ns
yosys-stat-area,1600,sq um
synth_flop_count,31,
vias,1149,
synth_cell_types,41,
synth.area.top_cells,"dfrtp_1, xnor2_1, nand2_1, o41ai_2, xor2_1",
flop_cell,dfrtp_1,
synthMuxAreaShare,0.0320,
hold_viol_final,0,
overflow,0,
seq_area,777,sq um
ys_seq_share,0.485,
power.leakage,0.846,nW
maxSlewHeadroom,0.633,
yosys.area_share.adder,0.00781,
cts.repair.resized,0,
maxCapViolCount,0,
slew_violations,0,
log.warning_count,25,
combGateArea,767,sq um
fin_total_pwr,0.950,mW
grt_pass1_wl,5610,microns
drt-total-wl,3310,microns
path_class,in2reg,
synth_xor_xnor_area_share,0.104,
cts_sinks,31,
wl_per_cell,12.0,microns
setup_viol,0,
cts_tree,built,
clk_latency,0.28,ns
grt_pass1_vias,1188,
worst_pin_slew,0.549,ns
fin_crit,2.23,ns
port_buffers,17,
crit_path_max_incr_delay,0.45,ns
hold_class,reg2reg,
critPathMaxFanout,4,
arrival,2.41,ns
clockBufferDepth,2,
dieHeight,112,microns
crit_path_start_kind,primary input,
drc,0,
path_buffers,1,
gp_congestion,0.823,
simple_gate_share,0.142,
syn_inst,148,
min_period_over_period,0.696,
area_growth,22.8,%
synthArstFlopShare,1.00,
dpl.hpwl,2530,microns
grt_use_total,0.0527,
top_logic_kind,AND-OR/OR-AND gates,
ant_nets,0,
synth_compound_gate_area_share,0.193,
cp_data_required_time,3.38,ns
top_area_frac,0.468,
drt_iter0_markers,39,
status,finished clean,
ir_drop,124,uV
cp-end-kind,register,
synth_area,1600,sq um
synth_top_cell_by_count,dfrtp_1,
cts-root-buf,clkbuf_8,
grt_max_degree,32,
postCtsSetupBuffers,0,
synth-edff-count,0,
nFillCells,842,
die_w,112,microns
cp_cell_sequence,clkdlybuf4s50_1 -> mux2_1 -> a211oi_1 -> o221a_2 -> a22oi_1 -> o41ai_2,
ys_top_cells_by_count,"dfrtp_1, nand2_1, xnor2_1",
cts_max_level,2,
numCtsBuffers,5,
power_density,482,nW/um^2
ios,18,
firstDrtPassIters,4,
fmax,0.449,GHz
top_area_cell,dfrtp_1,
avgSynthCellArea,10.8,sq um
diodes,0,
core_area,8220,sq um
drive_gt1_frac,0.118,
rows,33,
dieArea,12500,sq um
antenna_found_initial,0,
[through the flow]
stage | util | cell area [sq um] | worst slack, ns | hold slack [ns] | instances
final | 0.240 | 1970 | 0.972 | 0.409 | 275
after global routing | 0.240 | 1970 | 0.868 | 0.456 | 275
after CTS | 0.240 | 1970 | 0.953 | 0.416 | 275
after detailed placement | 0.230 | 1890 | 0.660 | 0.398 | 267
after global placement | 0.230 | 1890 | 0.640 | 0.403 | 267
after floorplan | - | 1600 | 1.30 | 0.375 | 148
[kinds of logic (layout without fill, tap and decap cells)]
family	Yosys count	count (layout)
buffers and inverters	13	35
XOR/XNOR	19	19
adder cells (fa/ha/maj)	1	1
AND/OR/NAND/NOR	42	42
multiplexers	4	4
AND-OR/OR-AND	38	38
flip-flops	31	31
[layer usage]
metal  vias to the layer above  wire length [microns]  track usage
met5                         -                      0            0
met2                        14                   1640       0.0866
met3                         5                    123       0.0147
li1                        573                      -            -
met1                       557                   1470       0.0672
met4                         0                     74       0.0127
[placed cells by master, fill, tap and decap left out, types with 2 or more instances in the layout]
cell type        Yosys  routed
nand4_1              2       2
a21oi_1              3       3
dfrtp_1             30      30
o21ai_0              7       7
and2_1               3       3
clkbuf_8             0       5
and3b_1              3       3
o22ai_1              2       2
nor2_1               4       4
a21o_1               3       3
nand3_1              3       3
nand2_1             19      19
a32o_1               3       3
a22o_1               2       2
inv_1                9       9
clkdlybuf4s50_1      0      17
xor2_1               5       5
a211oi_1             5       5
o41ai_2              3       3
a2bb2oi_1            2       2
xnor2_1             14      14
nor2b_1              2       2
mux2_4               2       2
and3_4               2       2
clkbuf_1             1       2
[worst paths after layout]
kind	startpoint	end	slack, ns	depth (start not counted)
min in group asynchronous	RESET	dp.reg_h0.Q[0]	0.74	3
max in group asynchronous	RESET	controller.current_state[0]	2.13	3
worst min register to register	controller.current_state[2]	controller.current_state[4]	0.41	0
worst max register to register	dp.reg_n_select.Q[1]	dp.reg_h2.Q[0]	1.13	5
worst min-delay path	controller.current_state[2]	controller.current_state[4]	0.41	0
worst max-delay path	N0[2]	dp.reg_h2.Q[0]	0.97	6
[state kept, by name (all words and copies together) (netlist names)]
signal and flops:
dp.reg_r2.Q 3, dp.reg_h0.Q 2, dp.reg_h2.Q 2, dp.rng_inst.count 9, dp.reg_r0.Q 3, dp.reg_r1.Q 3, controller.current_state 5, dp.reg_n_select.Q 2
dp.reg_h1.Q 2
[where the power goes]
part / internal (mW) / total (mW) / switching [mW]
registers: 0.428 / 0.460 / 0.0312
clock network: 0.152 / 0.288 / 0.135
logic: 0.125 / 0.203 / 0.0771
total: 0.706 / 0.950 / 0.244
[final cells by class]
class	count	share of cell area
Clock inverter	1	0.00254
Inverter	9	0.0172
Multi-Input combinational cell	104	0.390
Sequential cell	31	0.395
Timing Repair Buffer	18	0.0903
Tap cell	105	0.0668
Clock buffer	7	0.0388
Power and IR drop assume default switching activity.
